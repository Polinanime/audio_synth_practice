[design/flow/config.mk]
export PLATFORM = sky130hd
export DESIGN_NAME = audio_multichannel
export DESIGN_NICKNAME = audio_multichannel
export VERILOG_FILES = /design/flow/design.v
export SDC_FILE = /design/flow/constraint.sdc
export NUM_CORES = 4
export LEC_CHECK = 1
export CORE_UTILIZATION = 30
export SYNTH_HDL_FRONTEND = slang
[design/flow/constraint.sdc]
current_design audio_multichannel

set clk_period 11.6
set clk_io_pct 0.2

create_clock -name clk0 -period $clk_period [get_ports {clk_i}]

set non_clock_inputs [all_inputs -no_clocks]
set_input_delay [expr $clk_period * $clk_io_pct] -clock clk0 $non_clock_inputs
set_output_delay [expr $clk_period * $clk_io_pct] -clock clk0 [all_outputs]
[design/flow/design.v]
module audio_square(
  input  logic        clk_i,
  input  logic        rstn_i,
  input  logic [15:0] freq_i,
  output logic [7:0]  sample_data_o
);
  localparam FREQ_CNT_WIDTH = 19;
  logic [FREQ_CNT_WIDTH-1:0] freq_counter_ff;
  logic [FREQ_CNT_WIDTH-1:0] freq_counter_next;
  assign freq_counter_next = freq_counter_ff + freq_i;
  always_ff @(posedge clk_i or negedge rstn_i) begin
    if (~rstn_i)
      freq_counter_ff <= '0;
    else
      freq_counter_ff <= freq_counter_next;
  end
  logic freq_msb_dly_ff;
  always_ff @(posedge clk_i or negedge rstn_i) begin
    if (~rstn_i)
      freq_msb_dly_ff <= '0;
    else
      freq_msb_dly_ff <= freq_counter_ff[FREQ_CNT_WIDTH-1];
  end
  logic freq_ofl;
  assign freq_ofl = ~freq_counter_ff[FREQ_CNT_WIDTH-1] & freq_msb_dly_ff;
  logic [7:0] square_ff;
  always_ff @(posedge clk_i or negedge rstn_i) begin
    if (~rstn_i)
      square_ff <= '0;
    else if (freq_ofl)
      square_ff <= square_ff + 1;
  end
  assign sample_data_o = {8{square_ff[7]}};
endmodule
module audio_saw(
  input  logic        clk_i,
  input  logic        rstn_i,
  input  logic [15:0] freq_i,
  output logic [7:0]  sample_data_o
);
  localparam FREQ_CNT_WIDTH = 19;
  logic [FREQ_CNT_WIDTH-1:0] freq_counter_ff;
  logic [FREQ_CNT_WIDTH-1:0] freq_counter_next;
  assign freq_counter_next = freq_counter_ff + freq_i;
  always_ff @(posedge clk_i or negedge rstn_i) begin
    if (~rstn_i)
      freq_counter_ff <= '0;
    else
      freq_counter_ff <= freq_counter_next;
  end
  logic freq_msb_dly_ff;
  always_ff @(posedge clk_i or negedge rstn_i) begin
    if (~rstn_i)
      freq_msb_dly_ff <= '0;
    else
      freq_msb_dly_ff <= freq_counter_ff[FREQ_CNT_WIDTH-1];
  end
  logic freq_ofl;
  assign freq_ofl = ~freq_counter_ff[FREQ_CNT_WIDTH-1] & freq_msb_dly_ff;
  logic [7:0] saw_ff;
  always_ff @(posedge clk_i or negedge rstn_i) begin
    if (~rstn_i)
      saw_ff <= '0;
    else if (freq_ofl)
      saw_ff <= saw_ff + 1;
  end
  assign sample_data_o = saw_ff;
endmodule
module audio_saw_inv(
  input  logic        clk_i,
  input  logic        rstn_i,
  input  logic [15:0] freq_i,
  output logic [7:0]  sample_data_o
);
  localparam FREQ_CNT_WIDTH = 19;
  logic [FREQ_CNT_WIDTH-1:0] freq_counter_ff;
  logic [FREQ_CNT_WIDTH-1:0] freq_counter_next;
  assign freq_counter_next = freq_counter_ff + freq_i;
  always_ff @(posedge clk_i or negedge rstn_i) begin
    if (~rstn_i)
      freq_counter_ff <= '0;
    else
      freq_counter_ff <= freq_counter_next;
  end
  logic freq_msb_dly_ff;
  always_ff @(posedge clk_i or negedge rstn_i) begin
    if (~rstn_i)
      freq_msb_dly_ff <= '0;
    else
      freq_msb_dly_ff <= freq_counter_ff[FREQ_CNT_WIDTH-1];
  end
  logic freq_ofl;
  assign freq_ofl = ~freq_counter_ff[FREQ_CNT_WIDTH-1] & freq_msb_dly_ff;
  logic [7:0] saw_inv_ff;
  always_ff @(posedge clk_i or negedge rstn_i) begin
    if (~rstn_i)
      saw_inv_ff <= '1;
    else if (freq_ofl)
      saw_inv_ff <= saw_inv_ff - 1;
  end
  assign sample_data_o = saw_inv_ff;
endmodule
module audio_triangle(
  input  logic        clk_i,
  input  logic        rstn_i,
  input  logic [15:0] freq_i,
  output logic [7:0]  sample_data_o
);
  localparam FREQ_CNT_WIDTH = 19;
  logic [FREQ_CNT_WIDTH-1:0] freq_counter_ff;
  logic [FREQ_CNT_WIDTH-1:0] freq_counter_next;
  assign freq_counter_next = freq_counter_ff + (freq_i << 1);  
  always_ff @(posedge clk_i or negedge rstn_i) begin
    if (~rstn_i)
      freq_counter_ff <= '0;
    else
      freq_counter_ff <= freq_counter_next;
  end
  logic freq_msb_dly_ff;
  always_ff @(posedge clk_i or negedge rstn_i) begin
    if (~rstn_i)
      freq_msb_dly_ff <= '0;
    else
      freq_msb_dly_ff <= freq_counter_ff[FREQ_CNT_WIDTH-1];
  end
  logic freq_ofl;
  assign freq_ofl = ~freq_counter_ff[FREQ_CNT_WIDTH-1] & freq_msb_dly_ff;
  logic [7:0] saw_ff;
  always_ff @(posedge clk_i or negedge rstn_i) begin
    if (~rstn_i)
      saw_ff <= '0;
    else if (freq_ofl)
      saw_ff <= saw_ff + 1;
  end
  logic [7:0] saw_inv_ff;
  always_ff @(posedge clk_i or negedge rstn_i) begin
    if (~rstn_i)
      saw_inv_ff <= '1;
    else if (freq_ofl)
      saw_inv_ff <= saw_inv_ff - 1;
  end
  logic saw_select_ff;
  logic saw_select_en;
  assign saw_select_en = freq_ofl & (saw_ff == 8'hff);
  always_ff @(posedge clk_i or negedge rstn_i) begin
    if (~rstn_i)
      saw_select_ff <= '0;
    else if (saw_select_en)
      saw_select_ff <= ~saw_select_ff;
  end
  assign sample_data_o = saw_select_ff ? saw_inv_ff
                                       : saw_ff;
endmodule
module audio_sine(
  input  logic        clk_i,
  input  logic        rstn_i,
  input  logic [15:0] freq_i,
  output logic [7:0]  sample_data_o
);
  localparam FREQ_CNT_WIDTH = 19;
  logic [FREQ_CNT_WIDTH-1:0] freq_counter_ff;
  logic [FREQ_CNT_WIDTH-1:0] freq_counter_next;
  assign freq_counter_next = freq_counter_ff + (freq_i << 1);  
  always_ff @(posedge clk_i or negedge rstn_i) begin
    if (~rstn_i)
      freq_counter_ff <= '0;
    else
      freq_counter_ff <= freq_counter_next;
  end
  logic freq_msb_dly_ff;
  always_ff @(posedge clk_i or negedge rstn_i) begin
    if (~rstn_i)
      freq_msb_dly_ff <= '0;
    else
      freq_msb_dly_ff <= freq_counter_ff[FREQ_CNT_WIDTH-1];
  end
  logic freq_ofl;
  assign freq_ofl = ~freq_counter_ff[FREQ_CNT_WIDTH-1] & freq_msb_dly_ff;
  logic [7:0] saw_ff;
  always_ff @(posedge clk_i or negedge rstn_i) begin
    if (~rstn_i)
      saw_ff <= '0;
    else if (freq_ofl)
      saw_ff <= saw_ff + 1;
  end
  logic [7:0] saw_inv_ff;
  always_ff @(posedge clk_i or negedge rstn_i) begin
    if (~rstn_i)
      saw_inv_ff <= '1;
    else if (freq_ofl)
      saw_inv_ff <= saw_inv_ff - 1;
  end
  logic saw_select_ff;
  logic saw_select_en;
  assign saw_select_en = freq_ofl & (saw_ff == 8'hff);
  always_ff @(posedge clk_i or negedge rstn_i) begin
    if (~rstn_i)
      saw_select_ff <= '0;
    else if (saw_select_en)
      saw_select_ff <= ~saw_select_ff;
  end
  logic [7:0] triangle;
  assign triangle = saw_select_ff ? saw_inv_ff
                                  : saw_ff;
  logic [7:0] sine_table [255:0];
  initial begin
    $readmemh("sine_table_256.mem", sine_table);
  end
  assign sample_data_o = sine_table[triangle];
endmodule
module audio_noise(
  input  logic        clk_i,
  input  logic        rstn_i,
  input  logic [15:0] freq_i,
  output logic [7:0]  sample_data_o
);
  localparam FREQ_CNT_WIDTH = 19;
  logic [FREQ_CNT_WIDTH-1:0] freq_counter_ff;
  logic [FREQ_CNT_WIDTH-1:0] freq_counter_next;
  assign freq_counter_next = freq_counter_ff + freq_i;
  always_ff @(posedge clk_i or negedge rstn_i) begin
    if (~rstn_i)
      freq_counter_ff <= '0;
    else
      freq_counter_ff <= freq_counter_next;
  end
  logic freq_msb_dly_ff;
  always_ff @(posedge clk_i or negedge rstn_i) begin
    if (~rstn_i)
      freq_msb_dly_ff <= '0;
    else
      freq_msb_dly_ff <= freq_counter_ff[FREQ_CNT_WIDTH-1];
  end
  logic freq_ofl;
  assign freq_ofl = ~freq_counter_ff[FREQ_CNT_WIDTH-1] & freq_msb_dly_ff;
  logic [22:0] noise_shiftreg_ff;
  logic [22:0] noise_shiftreg_next;
  logic [7:0] noise_output;
  localparam NOISE_SHREG_INIT = 22'h7FFFF8;
  assign noise_shiftreg_next = {noise_shiftreg_ff[21:0],
                               (noise_shiftreg_ff[22] ^ noise_shiftreg_ff[17])};
  always_ff @(posedge clk_i or negedge rstn_i) begin
    if (~rstn_i)
      noise_shiftreg_ff <= NOISE_SHREG_INIT;
    else if (freq_ofl)
      noise_shiftreg_ff <= noise_shiftreg_next;
  end
  assign noise_output = {noise_shiftreg_ff[22],
                         noise_shiftreg_ff[20],
                         noise_shiftreg_ff[16],
                         noise_shiftreg_ff[13],
                         noise_shiftreg_ff[11],
                         noise_shiftreg_ff[7],
                         noise_shiftreg_ff[4],
                         noise_shiftreg_ff[2]};
  assign sample_data_o = noise_output;
endmodule
module audio_channel
(
  input  logic        clk_i,
  input  logic        rstn_i,
  input  logic        en_i,
  input  logic [2:0]  gen_sel_i,
  input  logic [15:0] freq_i,
  input  logic [7:0]  volume_i,
  output logic [7:0]  sample_data_o
);
  localparam SEL_SQUARE   = 3'd0;
  localparam SEL_SAW      = 3'd1;
  localparam SEL_SAW_INV  = 3'd2;
  localparam SEL_TRIANGLE = 3'd3;
  localparam SEL_SINE     = 3'd4;
  localparam SEL_NOISE    = 3'd5;
  logic [7:0] sample_mux;
  logic [7:0] sample_square;
  logic [7:0] sample_saw;
  logic [7:0] sample_saw_inv;
  logic [7:0] sample_triangle;
  logic [7:0] sample_sine;
  logic [7:0] sample_noise;
  logic [15:0] sample_volume_applied;
  logic [7:0]  sample_final;
  audio_square i_square_gen(
    .clk_i         (clk_i),
    .rstn_i        (rstn_i),
    .freq_i        (freq_i),
    .sample_data_o (sample_square)
  );
  audio_saw i_saw_gen(
    .clk_i         (clk_i),
    .rstn_i        (rstn_i),
    .freq_i        (freq_i),
    .sample_data_o (sample_saw)
  );
  audio_saw_inv i_saw_inv_gen(
    .clk_i         (clk_i),
    .rstn_i        (rstn_i),
    .freq_i        (freq_i),
    .sample_data_o (sample_saw_inv)
  );
  audio_triangle i_triangle_gen(
    .clk_i         (clk_i),
    .rstn_i        (rstn_i),
    .freq_i        (freq_i),
    .sample_data_o (sample_triangle)
  );
  audio_sine i_sine_gen(
    .clk_i         (clk_i),
    .rstn_i        (rstn_i),
    .freq_i        (freq_i),
    .sample_data_o (sample_sine)
  );
  audio_noise i_noise_gen(
    .clk_i         (clk_i),
    .rstn_i        (rstn_i),
    .freq_i        (freq_i),
    .sample_data_o (sample_noise)
  );
  always_comb begin
    case(gen_sel_i)
      SEL_SQUARE:   sample_mux = sample_square;
      SEL_SAW:      sample_mux = sample_saw;
      SEL_SAW_INV:  sample_mux = sample_saw_inv;
      SEL_TRIANGLE: sample_mux = sample_triangle;
      SEL_SINE:     sample_mux = sample_sine;
      SEL_NOISE:    sample_mux = sample_noise;
      default:      sample_mux = sample_square;
    endcase
  end
  assign sample_volume_applied = sample_mux * volume_i;
  assign sample_final          = sample_volume_applied >> 8;
  assign sample_data_o = {8{en_i}} & sample_final;
endmodule
module audio_multichannel
(
  input  logic        clk_i,
  input  logic        rstn_i,
  input  logic        ch0_en_i,
  input  logic [2:0]  ch0_gen_sel_i,
  input  logic [15:0] ch0_freq_i,
  input  logic [7:0]  ch0_volume_i,
  input  logic        ch1_en_i,
  input  logic [2:0]  ch1_gen_sel_i,
  input  logic [15:0] ch1_freq_i,
  input  logic [7:0]  ch1_volume_i,
  output logic [7:0]  sample_data_o
);
  logic [7:0] ch0_output;
  logic [7:0] ch1_output;
  audio_channel i_channel0 (
    .clk_i         (clk_i),
    .rstn_i        (rstn_i),
    .en_i          (ch0_en_i),
    .gen_sel_i     (ch0_gen_sel_i),
    .freq_i        (ch0_freq_i),
    .volume_i      (ch0_volume_i),
    .sample_data_o (ch0_output)
  );
  audio_channel i_channel1 (
    .clk_i         (clk_i),
    .rstn_i        (rstn_i),
    .en_i          (ch1_en_i),
    .gen_sel_i     (ch1_gen_sel_i),
    .freq_i        (ch1_freq_i),
    .volume_i      (ch1_volume_i),
    .sample_data_o (ch1_output)
  );
  logic [8:0] channels_summ;
  logic [7:0] channels_mixed;
  assign channels_summ = (ch0_output + ch1_output);
  always_comb
  case({ch0_en_i, ch1_en_i})
    2'b10: channels_mixed = ch0_output;
    2'b01: channels_mixed = ch1_output;
    2'b11: channels_mixed = channels_summ >> 1;
    default: channels_mixed = '0;
  endcase
  assign sample_data_o = channels_mixed;
endmodule
[design/flow/sine_table_256.mem]
00
00
00
00
00
00
00
00
01
01
01
01
01
02
02
02
02
03
03
03
04
04
05
05
06
06
06
07
08
08
09
09
0A
0A
0B
0C
0C
0D
0E
0E
0F
10
11
11
12
13
14
15
16
17
17
18
19
1A
1B
1C
1D
1E
1F
20
21
22
23
25
26
27
28
29
2A
2B
2D
2E
2F
30
31
33
34
35
36
38
39
3A
3C
3D
3E
40
41
42
44
45
47
48
49
4B
4C
4E
4F
51
52
54
55
57
58
5A
5B
5D
5E
60
61
63
64
66
67
69
6A
6C
6D
6F
71
72
74
75
77
78
7A
7C
7D
7F
80
82
83
85
87
88
8A
8B
8D
8E
90
92
93
95
96
98
99
9B
9C
9E
9F
A1
A2
A4
A5
A7
A8
AA
AB
AD
AE
B0
B1
B3
B4
B6
B7
B8
BA
BB
BD
BE
BF
C1
C2
C3
C5
C6
C7
C9
CA
CB
CC
CE
CF
D0
D1
D2
D4
D5
D6
D7
D8
D9
DA
DC
DD
DE
DF
E0
E1
E2
E3
E4
E5
E6
E7
E8
E8
E9
EA
EB
EC
ED
EE
EE
EF
F0
F1
F1
F2
F3
F3
F4
F5
F5
F6
F6
F7
F7
F8
F9
F9
F9
FA
FA
FB
FB
FC
FC
FC
FD
FD
FD
FD
FE
FE
FE
FE
FE
FF
FF
FF
FF
FF
FF
FF
FF
[design/flow/run.sh]
#!/bin/bash
# OpenROAD 26Q1-2900-gdf79404cd8, Yosys 0.63+post, stock flow scripts
make -C /OpenROAD-flow-scripts/flow DESIGN_CONFIG=/design/flow/config.mk WORK_HOME=/design/flow/orfs finish
==> Slide: Implementation Results <==
Flow Results at a Glance

Outcome
  • Status: complete, no violations

Yosys
  • Yosys cell count: 2260
  • Synth Warn #: 0
  • Adders+Majority by Area: 0.205
  • Synth area leaders: dfrtp_1 (28%), ha_1 (13%), dfstp_2 (8.1%)
  • Post-synth seq share: 0.362
  • Synth Area in XOR/XNOR: 0.0895
  • Cell Type Count: 84
  • EDFF count, synth: 0
  • Post-Syn Instances: 2260
  • Cell Area, Synth: 0.0228 sq mm
  • Fraction of synthesized area in multiplexers: 0.0328
  • Synth top cell by count: dfrtp_1
  • Chip area in the Yosys report: 0.0228 sq mm
  • AO/OA Area Share: 0.128
  • Area share, top type: 0.281
  • Commonest cells post-synth: dfrtp_1 (256), ha_1 (243), inv_1 (202), xnor2_1 (188), a21oi_1 (142)
  • Top logic family: adder cells
  • Async SR Flop Fraction: 1.00
  • Simple Share, Synth: 0.146
  • Main flop type: dfrtp_1
  • Cell taking the most area after synthesis: dfrtp_1
  • Mean Syn Cell Area: 10.1 sq um
  • Flops after synth: 326

Routing
  • Diode count: 0
  • Pre-antenna DRT Iters: 5
  • DRC viols: 0
  • WL/cell: 12.9 um
  • ANT nets after route: 0
  • DR vias: 16055
  • Starting DRT DRC Count: 774
  • Vias per Instance: 4.65
  • WL final: 44500 um

Clock tree
  • TritonCTS buffer count: 41
  • CTS sink count: 326
  • Clk ins delay skew pair: 0.56 ns
  • Hold-fix buffers, CTS: 0
  • Clock Pin Slew Worst Setup and Hold Paths: 0.05 ns
  • Max Root-Sink Buffers: 3
  • Root Driver: clkbuf_16
  • H-Tree Depth: 2
  • CTS tree: done

Final timing
  • Worst rel slew slack: 0.505
  • Hold Fails Final Rpt: 0
  • Fmax: 88.4 MHz
  • Worst hold slack: 0.434 ns
  • Clock Skew: 0.0267 ns
  • Final tally of max-slew violations: 0
  • Min cycle time layout: 11.31 ns
  • # setup viols final: 0
  • Worst-Margin Slew: 0.741 ns
  • Fin crit share: 0.975

Flow run
  • Max cap viols: 0
  • Tool warnings: 25

Place
  • Number of port buffers: 65
  • Detailed placement HPWL: 32600 um
  • Dpl cell area: 0.0253 sq mm
  • RePlAce Congestion: 0.879

Power
  • Peak supply drop: 0.000136 V
  • Pleak: 0.0123 uW
  • Power per Cell Area: 256 mW/mm^2

Worst setup path
  • CP Class: in -> out
  • Crit path required time: 9.28 ns
  • Data arrival, critical path: 8.99 ns
  • CP endpoint kind: output pin
  • Max incr delay on CP: 0.53 ns
  • CP top delay family: adder cells
  • Bufs and invs on worst path: 8
  • Critical path launch point type: input port
  • Max Fanout on Critical Path: 7
  • Slowest-stage cell, CP: fa_1

Floorplan
  • # rows: 100
  • Num ports: 66
  • Core area: 0.0748 sq mm
  • Die H: 278 um
  • Die Wd: 278 um
  • Die Area: 0.0771 sq mm
  • Effective utilization at floorplan: 0.305

Finish
  • Final instance area: 0.0271 sq mm
  • Share of cells above drive strength 1: 0.154
  • Finished Core Util: 0.362
  • Area growth syn-to-layout: 19.0%

Global route
  • Grt met3 use: 0.0293
  • Vias in the first global route: 15270
  • Largest net degree at the start of global routing: 96
  • Met1 Usage GRT: 0.185
  • Met2 usage: 0.181
  • Initial antenna violation count: 5
  • GRT busiest layer: met1
  • First-pass GRT wire length: 75800 um
  • GRT overflow: 0
  • Gr usage total: 0.121

Min path
  • Worst hold path type: reg -> reg
[per-stage QoR]
step / std cells / power [uW] / worst slack, ns / TNS [ns]
after floorplan: 2260 / 4760 / 0.954 / 0
after global placement: 3360 / 5580 / -0.291 / -1.07
after detailed placement: 3360 / 5600 / -0.300 / -1.11
after CTS: 3434 / 6950 / 0.00978 / 0
after global routing: 3449 / 7620 / -0.0276 / -0.0277
final: 3449 / 6940 / 0.293 / 0
[final timing paths]
| check | endpoint | from | slack [ns] | depth (start not counted) |
|---|---|---|---|---|
| worst max register to register | i_channel0.i_saw_inv_gen.freq_counter_ff[18] | i_channel0.i_saw_inv_gen.freq_counter_ff[0] | 8.29 | 12 |
| min in group asynchronous | i_channel0.i_noise_gen.freq_counter_ff[2] | rstn_i | 1.74 | 1 |
| worst min register to register | i_channel1.i_saw_gen.freq_msb_dly_ff | i_channel1.i_saw_gen.freq_counter_ff[18] | 0.43 | 0 |
| max in group asynchronous | i_channel0.i_saw_gen.sample_data_o[7] | rstn_i | 7.30 | 4 |
| worst min-delay path | i_channel1.i_saw_gen.freq_msb_dly_ff | i_channel1.i_saw_gen.freq_counter_ff[18] | 0.43 | 0 |
| worst max-delay path | sample_data_o[6] | ch0_gen_sel_i[2] | 0.29 | 30 |
[cell type report]
| cell class | instances | area (sq um) |
|---|---|---|
| Multi-Input combinational cell | 1706 | 14000 |
| Clock inverter | 15 | 154 |
| Inverter | 202 | 758 |
| Tap cell | 969 | 1210 |
| Timing Repair Buffer | 173 | 1540 |
| Clock buffer | 58 | 1200 |
| Sequential cell | 326 | 8250 |
| Fill cell | 7323 | 47700 |
[metal layers]
metal	wire [um]	up-vias
li1	-	8276
met1	22000	7479
met2	19300	228
met3	2370	64
met4	824	8
met5	56	-
[logic make-up after synthesis]
family | after synthesis
compound gates | 439
xor+xnor | 233
fa+ha+maj | 324
simple gates | 642
buf+inv | 228
flops | 326
mux | 68
[cell usage in the layout, fill, tap and decap left out, types with 33 or more instances in the layout]
master and n:
a21o_1 40, a21oi_1 127, and2_1 107, and3_1 33
buf_4 101, clkbuf_16 42, clkdlybuf4s50_1 60, dfrtp_1 256
dfstp_2 70, fa_1 78, ha_1 238, inv_1 201
mux2_2 50, nand2_1 127, nand3_1 45, nor2_1 129
nor2b_1 40, nor3_1 38, o21ai_0 77, xnor2_1 188
xor2_1 45
[power by group]
group / switching [uW] / internal, uW / total [uW]
Sequential: 291 / 1770 / 2060
Clock: 501 / 767 / 1270
Combinational: 1840 / 1770 / 3610
[state kept, by name, summed over array words and instances (netlist names), 18 cells and up]
signal and count:
i_channel0.i_noise_gen.noise_shiftreg_ff 23, i_channel1.i_noise_gen.noise_shiftreg_ff 23, i_channel0.i_noise_gen.freq_counter_ff 19, i_channel0.i_saw_gen.freq_counter_ff 19
i_channel0.i_saw_inv_gen.freq_counter_ff 19, i_channel0.i_square_gen.freq_counter_ff 19, i_channel1.i_noise_gen.freq_counter_ff 19, i_channel1.i_saw_gen.freq_counter_ff 19
i_channel1.i_saw_inv_gen.freq_counter_ff 19, i_channel1.i_square_gen.freq_counter_ff 19, i_channel0.i_triangle_gen.freq_counter_ff 18, i_channel1.i_triangle_gen.freq_counter_ff 18
[timing repair]
action,CTS,global route
pin swaps,2,39
resized,14,57
gates cloned,0,1
setup buffers,1,14
setup endpoints to repair,6,6
Power and IR drop assume default switching activity.
